## flow/run.sh

```bash
#!/bin/bash
# OpenROAD 26Q1-2900-gdf79404cd8, Yosys 0.63+post, stock flow scripts
make -C /OpenROAD-flow-scripts/flow DESIGN_CONFIG=/design/flow/config.mk WORK_HOME=/design/flow/orfs finish
```

## flow/config.mk

```make
export PLATFORM = sky130hd
export DESIGN_NAME = SimpleApb2T
export DESIGN_NICKNAME = SimpleApb2T
export VERILOG_FILES = /design/flow/design.v
export SDC_FILE = /design/flow/constraint.sdc
export NUM_CORES = 4
export LEC_CHECK = 1
export CORE_UTILIZATION = 30
```

## flow/constraint.sdc

```tcl
current_design SimpleApb2T

set clk_period 3.3
set clk_io_pct 0.2

create_clock -name clk0 -period $clk_period [get_ports {clock}]

set non_clock_inputs [all_inputs -no_clocks]
set_input_delay [expr $clk_period * $clk_io_pct] -clock clk0 $non_clock_inputs
set_output_delay [expr $clk_period * $clk_io_pct] -clock clk0 [all_outputs]
```

## flow/design.v

```verilog
module Apb2CSTrgt(
  input         clock,
  input         reset,
  input  [31:0] io_apb2T_req_pAddr,
  input         io_apb2T_req_pSel,
  input         io_apb2T_req_pEnable,
  input         io_apb2T_req_pWrite,
  input  [31:0] io_apb2T_req_pWData,
  input  [3:0]  io_apb2T_req_pStrb,
  output        io_apb2T_rsp_pReady,
  output [31:0] io_apb2T_rsp_pRData,
  output        io_apb2T_rsp_pSlvErr,
  output [7:0]  io_rwVec_0,
  input  [7:0]  io_roVec_0,
  output [7:0]  io_woVec_0
);
  reg [7:0] SimpleRw_RwBits;  
  reg [7:0] SimpleRoWo_WoBits;  
  reg [3:0] pAddrFF;  
  reg  pWriteFF;  
  reg  pReadyFF;  
  reg [31:0] pRDataFF;  
  reg  pSlvErrFF;  
  reg  regAliasFF;  
  wire  _GEN_1 = io_apb2T_req_pSel & ~io_apb2T_req_pEnable & io_apb2T_req_pWrite;  
  wire  _GEN_2 = io_apb2T_req_pSel & ~io_apb2T_req_pEnable ? io_apb2T_req_pWrite : pReadyFF;  
  wire  regIndex = pAddrFF[2];  
  wire  _T_2 = ~regIndex;  
  wire  fieldPStrbBits_0 = io_apb2T_req_pStrb[0];  
  wire [31:0] _GEN_5 = fieldPStrbBits_0 ? io_apb2T_req_pWData : {{24'd0}, SimpleRw_RwBits};  
  wire  _GEN_6 = fieldPStrbBits_0 ? 1'h0 : fieldPStrbBits_0;  
  wire [31:0] _GEN_7 = ~regIndex ? _GEN_5 : {{24'd0}, SimpleRw_RwBits};  
  wire  _GEN_8 = ~regIndex & _GEN_6;  
  wire  fieldPStrbBits_0_1 = io_apb2T_req_pStrb[1];  
  wire  _GEN_9 = fieldPStrbBits_0_1 | _GEN_8;  
  wire [23:0] _GEN_10 = fieldPStrbBits_0_1 ? io_apb2T_req_pWData[31:8] : {{16'd0}, SimpleRoWo_WoBits};  
  wire  _GEN_11 = fieldPStrbBits_0_1 ? _GEN_8 : _GEN_9;  
  wire [23:0] _GEN_12 = regIndex ? _GEN_10 : {{16'd0}, SimpleRoWo_WoBits};  
  wire  _GEN_13 = regIndex ? _GEN_11 : _GEN_8;  
  wire  _GEN_14 = regAliasFF | _GEN_13;  
  wire [31:0] _GEN_15 = regAliasFF ? {{24'd0}, SimpleRw_RwBits} : _GEN_7;  
  wire [23:0] _GEN_16 = regAliasFF ? {{16'd0}, SimpleRoWo_WoBits} : _GEN_12;  
  wire [31:0] _GEN_19 = pWriteFF ? _GEN_15 : {{24'd0}, SimpleRw_RwBits};  
  wire [23:0] _GEN_20 = pWriteFF ? _GEN_16 : 24'h0;  
  wire [7:0] _GEN_22 = _T_2 ? SimpleRw_RwBits : 8'h0;  
  wire [15:0] shiftedBits_1 = {SimpleRoWo_WoBits, 8'h0};  
  wire [15:0] _GEN_27 = {{8'd0}, io_roVec_0};  
  wire [15:0] _pRDataFF_T = _GEN_27 | shiftedBits_1;  
  wire [15:0] _GEN_23 = regIndex ? _pRDataFF_T : {{8'd0}, _GEN_22};  
  wire  _GEN_25 = ~pReadyFF | _GEN_2;  
  wire [31:0] _GEN_28 = reset ? 32'h0 : _GEN_19;  
  wire [23:0] _GEN_29 = reset ? 24'h0 : _GEN_20;  
  assign io_apb2T_rsp_pReady = pReadyFF;  
  assign io_apb2T_rsp_pRData = pRDataFF;  
  assign io_apb2T_rsp_pSlvErr = pSlvErrFF;  
  assign io_rwVec_0 = SimpleRw_RwBits;  
  assign io_woVec_0 = SimpleRoWo_WoBits;  
  always @(posedge clock) begin
    SimpleRw_RwBits <= _GEN_28[7:0];  
    SimpleRoWo_WoBits <= _GEN_29[7:0];  
    if (reset) begin  
      pAddrFF <= 4'h0;  
    end else if (io_apb2T_req_pSel & ~io_apb2T_req_pEnable) begin  
      pAddrFF <= io_apb2T_req_pAddr[3:0];  
    end
    if (reset) begin  
      pWriteFF <= 1'h0;  
    end else if (pWriteFF) begin  
      pWriteFF <= 1'h0;  
    end else begin
      pWriteFF <= _GEN_1;
    end
    pReadyFF <= reset | _GEN_25;  
    if (reset) begin  
      pRDataFF <= 32'h0;  
    end else if (~pReadyFF) begin  
      pRDataFF <= {{16'd0}, _GEN_23};
    end
    if (reset) begin  
      pSlvErrFF <= 1'h0;  
    end else if (~pReadyFF) begin  
      pSlvErrFF <= regAliasFF;
    end else if (pWriteFF) begin  
      pSlvErrFF <= _GEN_14;
    end
    if (reset) begin  
      regAliasFF <= 1'h0;  
    end else if (io_apb2T_req_pSel & ~io_apb2T_req_pEnable) begin  
      regAliasFF <= |io_apb2T_req_pAddr[31:3];  
    end
  end
endmodule
module SimpleApb2T(
  input         clock,
  input         reset,
  input  [31:0] io_apb2T_req_pAddr,
  input  [2:0]  io_apb2T_req_pProt,
  input         io_apb2T_req_pSel,
  input         io_apb2T_req_pEnable,
  input         io_apb2T_req_pWrite,
  input  [31:0] io_apb2T_req_pWData,
  input  [3:0]  io_apb2T_req_pStrb,
  output        io_apb2T_rsp_pReady,
  output [31:0] io_apb2T_rsp_pRData,
  output        io_apb2T_rsp_pSlvErr,
  output [7:0]  io_rw_SimpleRw_RwBits,
  input  [7:0]  io_ro_SimpleRoWo_RoBits,
  output [7:0]  io_wo_SimpleRoWo_WoBits
);
  wire  t_clock;  
  wire  t_reset;  
  wire [31:0] t_io_apb2T_req_pAddr;  
  wire  t_io_apb2T_req_pSel;  
  wire  t_io_apb2T_req_pEnable;  
  wire  t_io_apb2T_req_pWrite;  
  wire [31:0] t_io_apb2T_req_pWData;  
  wire [3:0] t_io_apb2T_req_pStrb;  
  wire  t_io_apb2T_rsp_pReady;  
  wire [31:0] t_io_apb2T_rsp_pRData;  
  wire  t_io_apb2T_rsp_pSlvErr;  
  wire [7:0] t_io_rwVec_0;  
  wire [7:0] t_io_roVec_0;  
  wire [7:0] t_io_woVec_0;  
  Apb2CSTrgt t (  
    .clock(t_clock),
    .reset(t_reset),
    .io_apb2T_req_pAddr(t_io_apb2T_req_pAddr),
    .io_apb2T_req_pSel(t_io_apb2T_req_pSel),
    .io_apb2T_req_pEnable(t_io_apb2T_req_pEnable),
    .io_apb2T_req_pWrite(t_io_apb2T_req_pWrite),
    .io_apb2T_req_pWData(t_io_apb2T_req_pWData),
    .io_apb2T_req_pStrb(t_io_apb2T_req_pStrb),
    .io_apb2T_rsp_pReady(t_io_apb2T_rsp_pReady),
    .io_apb2T_rsp_pRData(t_io_apb2T_rsp_pRData),
    .io_apb2T_rsp_pSlvErr(t_io_apb2T_rsp_pSlvErr),
    .io_rwVec_0(t_io_rwVec_0),
    .io_roVec_0(t_io_roVec_0),
    .io_woVec_0(t_io_woVec_0)
  );
  assign io_apb2T_rsp_pReady = t_io_apb2T_rsp_pReady;  
  assign io_apb2T_rsp_pRData = t_io_apb2T_rsp_pRData;  
  assign io_apb2T_rsp_pSlvErr = t_io_apb2T_rsp_pSlvErr;  
  assign io_rw_SimpleRw_RwBits = t_io_rwVec_0;  
  assign io_wo_SimpleRoWo_WoBits = t_io_woVec_0;  
  assign t_clock = clock;
  assign t_reset = reset;
  assign t_io_apb2T_req_pAddr = io_apb2T_req_pAddr;  
  assign t_io_apb2T_req_pSel = io_apb2T_req_pSel;  
  assign t_io_apb2T_req_pEnable = io_apb2T_req_pEnable;  
  assign t_io_apb2T_req_pWrite = io_apb2T_req_pWrite;  
  assign t_io_apb2T_req_pWData = io_apb2T_req_pWData;  
  assign t_io_apb2T_req_pStrb = io_apb2T_req_pStrb;  
  assign t_io_roVec_0 = io_ro_SimpleRoWo_RoBits;  
endmodule
```

==> results.py <==
# Metrics from the implementation run
metrics = {
    "final_timing": {
        "setup-tns-final_ns": 0,
        "slew-limit-headroom_pct": 47.03,
        "setup_violations": 0,
        "clock-skew-final_ns": 0.01012,
        "achievable-frequency_mhz": 518.2,
        "final.period_utilization_pct": 58.47,
        "layout_setup_ws_ns": 1.370,
        "worst_pin_slew_ns": 0.7933,
        "slew_violations": 0,
        "fin_crit_ns": 1.930,
        "grt_setup_unrepaired": "false",
        "timing.final.hold_violations": 0,
        "holdWs_ns": 0.4564,
    },
    "floorplanning": {
        "rows": 26,
        "pin_count": 134,
        "die_x_um": 76.37,
        "die_area_um2": 5832,
        "core_density_at_floorplan_pct": 31.87,
        "die_y_um": 76.37,
        "coreArea_um2": 5205,
    },
    "global_route": {
        "grt-ovfl-total": 0,
        "total_routing_resource_utilization_after_global_routing_pct": 13.63,
        "pin_count_of_the_biggest_net_entering_global_routing": 27,
        "grt_pass1_vias": 1370,
        "number_of_antenna_violations_at_the_first_check_in_global_routing": 0,
        "wire_length_of_the_first_global_routing_pass_mm": 6.285,
    },
    "cts": {
        "tritoncts": "built",
        "clock_transition_at_path_regs_ns": 0.08,
        "cts_max_path_buffers": 2,
        "root_buffer_master": "clkbuf_8",
        "cts_resized": 0,
        "postCtsHoldBufs": 0,
        "max_h_tree_level": 2,
        "post_cts_setup_buffer_count": 0,
        "clock_latency_ns": 0.29,
        "cts-buffers-inserted": 5,
        "clock_sinks": 37,
    },
    "route": {
        "wl_per_cell_um": 11.67,
        "antenna_left": 0,
        "routed_wirelength_mm": 3.862,
        "detail_route.first_pass.iterations": 4,
        "drcViolationCount": 0,
        "detail_route.antenna_diodes": 0,
        "detail_route.vias_per_cell": 4.329,
        "detail_route.iter0.violations": 29,
        "vias": 1433,
    },
    "layout": {
        "layout-area-overhead-vs-synth_pct": 63.05,
        "finalCoreUtilization_pct": 51.97,
        "n_fill_cell": 500,
        "post_route_cells_drive_above_1_share_pct": 8.046,
    },
    "yosys": {
        "post-synth-top-count-cell": "dfxtp_1",
        "synth_top_flop_cell": "dfxtp_1",
        "edf_count": 0,
        "synth_top_cell_by_area": "dfxtp_1",
        "yosys.stat.chipArea_um2": 1659,
        "synthArstFlopShare_pct": 0,
        "post_synth_main_area_contributors": "dfxtp_1, mux2i_1, buf_4, nor2_1, mux2_2",
        "synth-seq-area-share_pct": 44.65,
        "synth_area_um2": 1659,
        "synth_stat.cells": 167,
        "syn-instance-count": 167,
        "post-synth-top-area-fraction_pct": 44.65,
        "synthesis_warning_total": 1,
        "synth_area_per_cell_um2": 9.935,
        "yosys_register_bits": 37,
        "top_cells_by_count": "dfxtp_1, mux2i_1, nor2_1",
        "yosysUniqueCellTypes": 24,
    },
    "placed_design": {
        "gp_congestion": 0.7260,
        "pre_cts_ws_ns": 1.058,
        "dp_hpwl_mm": 2.901,
        "place.port_buffers": 94,
    },
    "power": {
        "vdd_drop_max_mv": 0.1579,
        "leakagePower_nw": 1.074,
        "power.density_nw_per_um2": 360.2,
    },
    "flow_run": {
        "openroad.warnings": 48,
        "timing.max_cap.violations": 0,
    },
    "setup_path": {
        "critical_path.max_fanout": 8,
        "end_kind": "flop",
        "timing.critical_path.arrival_ns": 2.10,
        "worst-endpoint-required_ns": 3.47,
        "setup.worst_path.start_class": "input pin",
        "ff2ff_setup_slack_ns": 1.55,
        "worst-setup-path-type": "in -> reg",
    },
    "outcome": {
        "status": "finished, final reports clean",
    },
    "min_path": {
        "timing.hold.worst.class": "reg -> reg",
    },
}
-- power breakdown --
part	leakage [nW]	internal (mW)	switching, mW	total [mW]
logic	0.718	0.0815	0.0278	0.109
clock network	0.0574	0.246	0.164	0.410
registers	0.299	0.450	0.00570	0.456
total	1.07	0.777	0.197	0.975
-- final timing paths --
path                                    start                           endpoint  cells past startpoint
setup / recovery        io_apb2T_req_pStrb[0]  t.SimpleRw_RwBits[2]$_SDFFE_PP0P_                      4
setup reg to reg    t.pAddrFF[2]$_SDFFE_PP0N_  t.SimpleRw_RwBits[2]$_SDFFE_PP0P_                      3
hold / removal    t.pRDataFF[11]$_SDFFE_PP0N_        t.pRDataFF[11]$_SDFFE_PP0N_                      2
hold reg to reg   t.pRDataFF[11]$_SDFFE_PP0N_        t.pRDataFF[11]$_SDFFE_PP0N_                      2
-- layer usage --
metal  wire [um]  GRT usage (%)
met4          51          1.923
met1        1716          18.96
met5           0              0
met3         304          3.893
met2        1789          21.98
-- worst max-delay path, cell delays in order --
cell             delay [ns]
clkdlybuf4s50_1        0.46
nor4bb_4               0.65
mux2i_1                0.28
nor2_1                 0.05
-- layout by cell type, fill, tap and decap left out, types with 3 or more instances in the layout --
master / instances
a21oi_1: 8
clkdlybuf4s50_1: 94
mux2i_1: 26
nor4_1: 5
dfxtp_1: 37
nand3b_1: 9
nand2b_1: 3
nand2_1: 8
conb_1: 16
clkbuf_8: 6
buf_4: 3
nor2_1: 26
mux2_2: 8
-- final cells by class --
class                           instances  area (um^2)  share of cell area (%)
Clock buffer                            6        82.58                   3.053
Clock inverter                          2        37.54                   1.388
Inverter                                1        3.754                  0.1388
Multi-Input combinational cell        118        789.5                   29.19
Sequential cell                        37        740.7                   27.38
Tap cell                               70        87.58                   3.238
Timing Repair Buffer                   97        963.4                   35.62
-- flip-flops by register name, summed over array words and instances (netlist names) --
signal / cells
t.pSlvErrFF: 1
t.pReadyFF: 1
t.pWriteFF: 1
t.SimpleRoWo_WoBits: 8
t.pRDataFF: 16
t.regAliasFF: 1
t.SimpleRw_RwBits: 8
t.pAddrFF: 1
-- cell families after synthesis --
kind of cell           after synthesis  share of synthesized area, %
AND/OR/NAND/NOR                     58                         19.46
flip-flops                          37                         44.65
other                                1                        0.2260
multiplexers                        34                         21.12
AND-OR/OR-AND                       10                         3.394
buffers and inverters               27                         11.16
-- stage by stage --
stage / total power, mW / instance area (um^2) / instances
CTS: 0.9904 / 2705 / 331
global placement: 0.5772 / 2585 / 323
global route: 1.020 / 2705 / 331
floorplan: 0.5089 / 1715 / 182
finish: 0.9745 / 2705 / 331
detailed placement: 0.5767 / 2585 / 323
Power figures rest on the tool's default switching activity, not on a simulated workload.
